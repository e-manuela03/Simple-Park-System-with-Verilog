--- design.v ---
`timescale 1ns / 1ps
module CLK_DELAY(
    input clk,
    input rst,
    output clk_delay
    );
reg [31:0] count;
always@(posedge clk)
begin
if(rst==1)
    begin
    count<=0;
    end
else count<=count+1;
end    
assign clk_delay=count[27];
endmodule
`timescale 1ns / 1ps
module COUNTER(
input clk,
input rst,
input count_down,
input count_up,
output reg [3:0] count
    );
always@(posedge clk)
begin
if(rst==1) 
    begin
        count<=0;
    end
else 
        if(count_down==1 & count!=0)
        begin
            count<=count-1;
        end
     else if(count_up==1)
                begin
                    count<=count+1;
                end
end
endmodule
`timescale 1ns / 1ps
module COUNT_MUX (
    input in0,
    input in1,
    input sel,
    output reg out
    );
always@(*)
begin
case(sel)
    0: begin
        out=in0;
       end
    1: begin
        out=in1;
       end
   default: out=0;
endcase
end    
endmodule
`timescale 1ns / 1ps
module FLOOR_DECODER(
    input [1:0] floor,
    input full,
    output reg [2:0] floor_decoded
    );
always@(*)
begin
if(full==1)
    floor_decoded=3'b000;
else
    case(floor)
        0: floor_decoded=3'b001;
        1: floor_decoded=3'b010;
        2: floor_decoded=3'b100;
        default: floor_decoded=3'b111;
    endcase
end
endmodule
`timescale 1ns / 1ps
module PARK_FSM(
    input clk,
    input rst,
    input [3:0] count,
    output [1:0] floor,
    output full
    );
localparam FLOOR0=2'b00;
localparam FLOOR1=2'b01;
localparam FLOOR2=2'b10;
localparam FULL=2'b11;
reg [1:0] state,state_next;
always@(posedge clk)
begin
if(rst==1)
    begin
        state<=FLOOR0;
    end
else state<=state_next;
end
always@(*)
begin
state_next=state;
case(state)
    FLOOR0: begin
            if(count<=4) state_next=FLOOR0;
            else
            if(count>4) state_next=FLOOR1;
            end
    FLOOR1: begin
            if(count<=4) state_next=FLOOR0;
            else
            if(count<=8) state_next=FLOOR1;
            else
            if(count>8) state_next=FLOOR2;
            end
    FLOOR2: begin
            if(count<=8) state_next=FLOOR1;
            else
            if(count<12) state_next=FLOOR2;
            else
            if(count==12) state_next=FULL;
            end
      FULL: begin
            if(count<12) state_next=FLOOR2;
            else
            if(count==12) state_next=FULL;
            end
    default: state_next=FLOOR0;
endcase
end
assign floor=(state==FLOOR0)? 0 : (state==FLOOR1)? 1: (state==FLOOR2)? 2: (state==FULL)? 2:0;
assign full=(state==FULL);
endmodule
`timescale 1ns / 1ps
module PARK_SYSTEM(
    input clk,
    input rst,
    input car_out,
    input car_in,
    output [3:0] free_spots,
    output [1:0] current_floor,
    output parking_full
    );
wire count_up_wire; 
wire [3:0] car_count;
wire count_sel;  
assign count_sel=~(car_count<12);
assign free_spots=4'd12-car_count;
COUNT_MUX COUNT_MUX(
    .in0(car_in),
    .in1(0),
    .sel(count_sel),
    .out(count_up_wire)
);  
COUNTER CAR_COUNTER(
     .clk(clk),               
     .rst(rst),               
     .count_down(car_out),        
     .count_up(count_up_wire),          
     .count(car_count)    
);
PARK_FSM FSM(
        .clk(clk),         
        .rst(rst),         
        .count(car_count), 
        .floor(current_floor),
        .full(parking_full)        
);
endmodule
`timescale 1ns / 1ps
module TOP(
    input clk,
    input rst_clk,
    input rst_park,
    input car_out,
    input car_in,
    output clk_delay,
    output [6:0] spots_7seg,
    output [2:0] floor_decoded,
    output full_garage,
    output spots_available
    );
wire [3:0] free_spots;
wire [1:0] floor;
wire full;
CLK_DELAY CLK_DELAY0(
    .clk(clk),
    .rst(rst_clk),
    .clk_delay(clk_delay)
);
PARK_SYSTEM PARK_SYSTEM0(
          .clk(clk_delay),                   
          .rst(rst_park),                   
          .car_out(car_out),               
          .car_in(car_in),                
          .free_spots(free_spots),     
          .current_floor(floor),  
          .parking_full(full)  
         );      
TRANSCODOR_7SEG TRANSCODOR0(
    .in(free_spots),
    .out(spots_7seg)
);
FLOOR_DECODER DECODER0(
    .floor(floor),
    .full(full),
    .floor_decoded(floor_decoded)
);
assign full_garage=full;
assign spots_available=~full;
endmodule
`timescale 1ns / 1ps
module TRANSCODOR_7SEG(
    input [3:0] in,
    output reg [6:0] out
    );
always@(*)
begin
case(in)
    4'd0: begin
       out=7'b1000000;
       end
    4'd1: begin
        out=7'b1111001;
       end
    4'd2: begin
        out=7'b0100100;
       end
    4'd3: begin
        out=7'b0110000;
       end
    4'd4: begin
        out=7'b0011001;
       end
    4'd5: begin
        out=7'b0010010;
       end
    4'd6: begin
        out=7'b0000010;
       end
    4'd7: begin
        out=7'b1111000;
       end
    4'd8: begin
        out=7'b0000000;
       end
    4'd9: begin
        out=7'b0010000;
       end
    4'd10: begin
        out=7'b0001000;
       end
    4'd11: begin
        out=7'b0000011;
       end
    4'd12: begin
        out=7'b1000110;
       end     
    default: out=7'b1000000;
endcase
end    
endmodule
--- constraint.sdc ---
current_design TOP

set clk_period 4.2
set clk_io_pct 0.2

create_clock -name clk0 -period $clk_period [get_ports {clk}]

set non_clock_inputs [all_inputs -no_clocks]
set_input_delay [expr $clk_period * $clk_io_pct] -clock clk0 $non_clock_inputs
set_output_delay [expr $clk_period * $clk_io_pct] -clock clk0 [all_outputs]
--- config.mk ---
export PLATFORM = sky130hd
export DESIGN_NAME = TOP
export DESIGN_NICKNAME = TOP
export VERILOG_FILES = /design/flow/design.v
export SDC_FILE = /design/flow/constraint.sdc
export NUM_CORES = 4
export LEC_CHECK = 1
export CORE_UTILIZATION = 40
--- run.sh ---
#!/bin/bash
# OpenROAD 26Q1-2900-gdf79404cd8, Yosys 0.63+post, stock flow scripts
make -C /OpenROAD-flow-scripts/flow DESIGN_CONFIG=/design/flow/config.mk WORK_HOME=/design/flow/orfs finish
==> results_slide.txt <==
Key Metrics from the Run

GRT
  • Gr usage total: 15.0%
  • First-pass GRT wire length: 6380 um
  • Met3 usage: 1.12%
  • Global route overflow: 0
  • Grt met1 use: 22.1%
  • Met2 usage: 25.6%
  • Vias in the first global route: 1493
  • Largest net degree at the start of global routing: 30
  • Busiest grt layer: met2
  • Initial antenna violation count: 0

Critical path
  • Reg2reg setup slack: 2.24 ns
  • Critical Path Max Stage Delay: 0.53 ns
  • Critical path capture point type: output pin
  • Delay-heaviest family, CP: flip-flops
  • Buf/Inv on CP: 1
  • Crit path DRT: 3.36 ns
  • CP arrival: 1.33 ns
  • R2R depth: 5
  • WS Path Type: flop to output pin
  • FF-to-FF End: CLK_DELAY0.count[26]
  • Startpoint Class: flop
  • Crit Path Max Fanout: 11
  • Slowest-stage cell, CP: dfxtp_1
  • CP Cell Sequence: clkdlybuf4s50_1
  • Critical R2R Launch: CLK_DELAY0.count[0]

Yosys
  • Seq/Total Area, Yosys: 35.7%
  • Synthesized area: 0.00202 mm^2
  • Chip Area, Yosys: 0.00202 mm^2
  • Cell Type Count: 44
  • Synth Warn #: 7
  • Syn avg cell area: 8.31 um^2
  • Ys cells: 243
  • Biggest area cells: dfxtp_1, ha_1, nor2_1
  • Top-area cell share: 35.7%
  • Seq cells post-synth: 36
  • Cells after Synth: 243
  • Synth area leader: dfxtp_1

Place
  • I/O Buffers: 17
  • Dpl cells: 315
  • Routability cong.: 0.804
  • HPWL Detailed: 2510 um

Clocking
  • CTS Hold Bufs: 0
  • Total CTS buffers: 3
  • Depth of the CTS H-tree: 1
  • Post-CTS Setup Inserts: 0
  • Post_cts resized: 0
  • Clk slew on worst S/H paths: 0.09 ns
  • Max clock buf depth: 2
  • Late-Pin Clk Latency: 0.26 ns
  • CTS tree: done
  • Clock root cell: clkbuf_8

Final timing
  • Slew margin rel.: 46.4%
  • # setup viols final: 0
  • Clock skew: 0.00331 ns
  • Minimum clock period: 2.17 ns
  • Endpoints left unconstrained: 20
  • Register pins left without a clock: 8
  • Hold Fails Final Rpt: 0
  • RSZ-0062 raised after global routing: no
  • Final setup TNS: 0 ns
  • Fin. max-slew vios: 0
  • Post-layout period usage: 51.8%
  • Final Hold Slack: 0.476 ns
  • Worst-Margin Slew: 0.802 ns
  • Fmax: 0.460 GHz

Floorplanning
  • Row cnt: 25
  • Num ports: 18
  • Die x size: 73.1 um
  • Chip area: 0.00534 mm^2
  • Chip height: 73.1 um
  • Initial Util: 42.2%
  • Placeable Area: 0.00479 mm^2

Power
  • Power Density: 190 mW/mm^2
  • Pleak: 0.796 nW
  • Peak supply drop: 0.163 mV

Route
  • Mean number of vias per cell: 5.19
  • Routed Wire Length: 3560 um
  • Routed vias: 1651
  • Ant. Diodes: 0
  • # DRC: 0
  • WL/cell: 11.2 um
  • Drt pass-1 iters: 4
  • Violation count after the first detailed-route iteration: 28
  • Antenna Nets Post-Route: 0

Finish
  • Share of cells above drive strength 1: 4.78%
  • Most frequent cells in the layout: dfxtp_1, nor2_1, a21oi_1, clkdlybuf4s50_1, nand3_1
  • Final core occ: 47.3%
  • Most frequent logic cell in the layout: dfxtp_1
  • Non-Filler Instances: 318
  • Fillcell total: 482
  • Synthesis-to-finish area growth: 12.1%

Job
  • Tool warnings: 29
  • Max-Cap Viols: 0

Min path
  • Hold Path End: CLK_DELAY0.count[23]
  • Hold crit path type: flop to flop
  • Hold Crit Start: CLK_DELAY0.count[23]
  • Min-Delay Path Depth: 2

Outcome
  • Outcome: completed
-- metrics by stage --
| stage | area, um^2 | power, mW | worst slack [ns] |
|---|---|---|---|
| floorplan | 2020 | 0.290 | 2.42 |
| global placement | 2220 | 0.298 | 2.15 |
| detailed placement | 2220 | 0.298 | 2.13 |
| CTS | 2260 | 0.438 | 1.99 |
| global route | 2260 | 0.452 | 1.91 |
| finish | 2260 | 0.430 | 2.03 |
-- power breakdown --
group / switching, mW / total [mW] / internal, mW
Combinational: 0.0110 / 0.0208 / 0.00981
Sequential: 0.00262 / 0.270 / 0.268
Clock: 0.0746 / 0.139 / 0.0642
Total: 0.0882 / 0.430 / 0.342
-- sequential cells by signal, summed over array words and instances, names as in the netlist --
| name | count |
|---|---|
| CLK_DELAY0.count | 28 |
| PARK_SYSTEM0.CAR_COUNTER.count | 4 |
| PARK_SYSTEM0.FSM.state | 4 |
-- worst max path at each step --
stage | slack (ns) | end | cells past startpoint | startpoint
after CTS | 1.99 | clk_delay | 1 | CLK_DELAY0.count[27]
after global routing | 1.91 | clk_delay | 1 | CLK_DELAY0.count[27]
final | 2.03 | clk_delay | 1 | CLK_DELAY0.count[27]
-- cell type report --
type	count	area [um^2]	share of cell area, %
inverters	10	37.5	1.66
clock buffers	3	41.3	1.82
repair buffers	18	178	7.85
flip-flops and latches	36	721	31.8
multi-input cells	184	1200	53.1
well taps	67	83.8	3.70
-- cell families (layout without fill, tap and decap cells) --
| kind of cell | after synthesis | after routing | synth area share [%] |
|---|---|---|---|
| AND-OR/OR-AND | 49 | 49 | 14.6 |
| XOR/XNOR | 16 | 16 | 6.94 |
| adder cells (fa/ha/maj) | 11 | 11 | 7.19 |
| buffers and inverters | 23 | 31 | 4.71 |
| flip-flops | 36 | 36 | 35.7 |
| multiplexers | 7 | 7 | 3.66 |
| AND/OR/NAND/NOR | 101 | 101 | 27.3 |
-- routing by layer --
| layer | up-vias | part of all wire (%) |
|---|---|---|
| li1 | 891 | - |
| met1 | 743 | 52 |
| met4 | 0 | 0.76 |
| met5 | - | 0 |
| met3 | 2 | 1.7 |
| met2 | 15 | 46 |
-- synthesized netlist by cell type (all sizes together) --
cell / n
or4b: 1
o21ai: 11
nor3: 6
o21bai: 1
xor2: 9
o31ai: 9
a22o: 1
nor2: 28
nand4: 10
nand2b: 3
a41oi: 1
dfxtp: 36
and4: 4
or4: 8
ha: 10
or3b: 1
buf: 4
a21oi: 17
mux2i: 4
or3: 6
a21boi: 1
a211oi: 1
or2: 2
nor2b: 6
and2: 1
mux2: 3
nand2: 10
clkbuf: 9
nand3: 13
fa: 1
nor4: 1
a31oi: 1
o21a: 1
and3: 1
inv: 10
a22oi: 1
o22ai: 4
xnor2: 7
No activity file was given, so power comes from the tool's default toggle rates.
